[/design/flow/constraint.sdc]
current_design Adder

set clk_period 9.9
set clk_io_pct 0.2

create_clock -name clk0 -period $clk_period

set non_clock_inputs [all_inputs -no_clocks]
set_input_delay [expr $clk_period * $clk_io_pct] -clock clk0 $non_clock_inputs
set_output_delay [expr $clk_period * $clk_io_pct] -clock clk0 [all_outputs]
[/design/flow/config.mk]
export PLATFORM = sky130hd
export DESIGN_NAME = Adder
export DESIGN_NICKNAME = Adder
export VERILOG_FILES = /design/flow/design.v
export SDC_FILE = /design/flow/constraint.sdc
export NUM_CORES = 4
export LEC_CHECK = 1
export CORE_AREA = 10 10 70 70
export DIE_AREA = 0 0 80 80
[/design/flow/design.v]
module Adder(x,y,sum);
output [15:0] sum;
input [15:0]x,y;
reg [15:0]SUM;
always@(x,y)
begin 
	SUM = x+y;
end
assign sum= SUM;
endmodule
[/design/flow/run.sh]
#!/bin/bash
# OpenROAD 26Q1-2900-gdf79404cd8, Yosys 0.63+post, stock flow scripts
make -C /OpenROAD-flow-scripts/flow DESIGN_CONFIG=/design/flow/config.mk WORK_HOME=/design/flow/orfs finish
==> results.yml <==
# generated from flow reports
timing:
  finalCritPeriodShare: 0.666
  slew_viol_final: 0
  max_freq_mhz: 152
  tightestPinTransition_ns: 0.412
  rsz0062_at_grt: "false"
  tns_ns: 0
  setup_viol: 0
  fin_crit_ns: 6.59
  hold_viol_final: 0
  slew_headroom: 0.723
finish:
  nFlopsAndLatches: 0
  flop_area_um2: 0
  clock_buffer_count: 0
  layout_top_cells: "clkdlybuf4s50_1, a21oi_1, ha_1"
  lay_top_count: "clkdlybuf4s50_1"
  layout-drive-gt1-share: 0.0274
  num-fill-cells: 370
  syn2layout_area_growth_pct: 74.3
logic_synthesis:
  logic_family: "AND-OR/OR-AND gates"
  synth-xor-area-share: 0.181
  syn_area_per_cell_um2: 7.39
  top_area_frac: 0.259
  ys_types: 27
  netlist_area_um2: 724
  yosysWarningCount: 1
  ys_sh_adder: 0.287
  yosysTopAreaCell: "ha_1"
  ys_chip_area_um2: 724
  synth-simple-area-share: 0.150
  ys_seq_share: 0
  ys_cells: 98
  topCellsByArea: "ha_1, xnor2_1, a21oi_1"
  ys_sh_mux: 0.0138
  syn_inst: 98
  synth-compound-area-share: 0.352
setup_path:
  worstPathRequired_ns: 7.92
  endpoint_kind: "primary output"
  critical_path.slowest_cell: "clkdlybuf4s50_1"
  worstSetupPathType: "in -> out"
  crit_path_cell_trace: "clkdlybuf4s50_1, ha_1, fa_1, a21o_2, a311oi_2, nor3_1, o41ai_2, xnor2_1, clkdlybuf4s50_1"
  slowest_delay_ns: 0.49
  path_common_cell: "clkdlybuf4s50_1"
  arrival_ns: 4.61
  cp_max_fo: 3
  startpoint_type: "primary input"
placement:
  io_buffers: 48
  hpwl_um: 2210
  gp_congestion: 0.851
global_routing:
  grt_antenna_before_repair: 0
  grt_pass1_wl_um: 3900
  track_usage: 0.0719
  grt_overflow: 0
  grt_pass1_vias: 873
  grt_max_degree: 7
power_and_ir_drop:
  power_mw: 0.0848
  p_per_area_nw_per_um2: 67.2
  worst_ir_drop_vdd_uv: 16.1
  p_leak_nw: 0.501
route:
  diodes: 0
  drt_first_pass_iters: 4
  wl_per_cell_um: 12.6
  ant_nets: 0
  drc: 0
  via_count: 877
  viasPerCell: 4.57
  drt_iter0_drc: 29
  drt_wl_total_um: 2410
floorplanning:
  core-area_um2: 3420
  initCoreUtil: 0.212
  die_area_um2: 6400
  die_width_um: 80
  std_cell_rows: 21
  die_y_um: 80
  num_io_pins: 48
outcome:
  status: "completed"
clock_tree:
  cts_setup_buffers: 0
  ctsResizeCount: 0
  cts_hold_buf: 0
hold_path:
  hold_class: "in -> out"
job:
  drv_cap: 0
  warning_count: 32
==> routing by layer <==
layer,part of all wire,GRT usage,vias to the layer above
met2,0.44,0.122,28
met1,0.47,0.0960,377
met3,0.088,0.0159,0
met4,0,0,0
met5,0,0,-
li1,-,-,472
==> final cells by class <==
class                           count  area (um^2)  share of cell area
Tap cell                           46         57.6              0.0456
Timing Repair Buffer               48          480               0.381
Multi-Input combinational cell     95          713               0.565
Inverter                            3         11.3             0.00892
==> synth_stat cells, drive strengths merged (2+ instances only) <==
cell and n:
nor2 2, ha 15, xor2 5, a311oi 2, o21ai 8, nand3 4
inv 3, a21oi 17, a21o 3, nor2b 2, o211ai 3, xnor2 10
nand2 9, nor3 3, o21bai 2
==> cell families (layout without fill, tap and decap cells) <==
kind of cell             count (synthesis)  in the layout
XOR/XNOR                                15             15
AND/OR/NAND/NOR                         23             23
AND-OR/OR-AND                           40             40
adder cells (fa/ha/maj)                 16             16
buffers and inverters                    3             51
multiplexers                             1              1
==> through the flow <==
step | utilization | setup slack [ns] | std cells | hold WS, ns | area (um^2)
2_1_floorplan | - | 4.33 | 98 | 4.03 | 724
3_3_place_gp | 0.370 | 3.27 | 192 | 5.00 | 1260
3_5_place_dp | 0.370 | 3.27 | 192 | 5.00 | 1260
4_1_cts | 0.370 | 3.27 | 192 | 5.00 | 1260
5_1_grt | 0.370 | 3.10 | 192 | 5.04 | 1260
6_report | 0.370 | 3.31 | 192 | 4.99 | 1260
==> power breakdown <==
group,internal [mW],leakage (nW),switching (mW)
clock,0,0,0
combinational,0.0539,0.501,0.0309
sequential,0,0,0
==> critical path: cells and delay by family <==
| family | cells | cell delay [ns] |
|---|---|---|
| adder cells (fa/ha/maj) | 2 | 0.62 |
| buffers and inverters | 2 | 0.89 |
| XOR/XNOR | 1 | 0.16 |
| AND-OR/OR-AND | 3 | 0.83 |
| AND/OR/NAND/NOR | 1 | 0.13 |
==> worst paths after layout <==
path | slack [ns] | from | cells after the start | end
worst min-delay path | 4.99 | x[0] | 3 | sum[0]
worst max-delay path | 3.31 | y[0] | 9 | sum[12]
Power figures rest on the tool's default switching activity, not on a simulated workload.
