### design/flow/config.mk
export PLATFORM = sky130hd
export DESIGN_NAME = ALU
export DESIGN_NICKNAME = ALU
export VERILOG_FILES = /design/flow/design.v
export SDC_FILE = /design/flow/constraint.sdc
export NUM_CORES = 4
export LEC_CHECK = 1
export CORE_UTILIZATION = 40
### design/flow/constraint.sdc
current_design ALU

set clk_period 4.7
set clk_io_pct 0.2

create_clock -name clk0 -period $clk_period

set non_clock_inputs [all_inputs -no_clocks]
set_input_delay [expr $clk_period * $clk_io_pct] -clock clk0 $non_clock_inputs
set_output_delay [expr $clk_period * $clk_io_pct] -clock clk0 [all_outputs]
### design/flow/design.v
module alu;
 reg [15:0] X,Y;
 reg [2:0]C;
 reg C_IN;
 wire [15:0] Z;
 wire C_OUT,LT,EQ,GT,OVERFLOW,ZERO;
 ALU aluop(X,Y,Z,C_IN,C_OUT,LT,EQ,GT,OVERFLOW,C,ZERO);
 initial
 begin
 X=16'd0 ; Y=16'd15;
 C=3'd0 ; #1 $display(" %b AND %b = %b ",X,Y,Z);
			#1 $display("selection input=%b, less than =%b,equal =%b, greater than =%b\n",C,LT,EQ,GT);
 X=16'd150 ; Y=16'd15;			
C=3'd1 ; #1 $display(" %b OR %b = %b ",X,Y,Z);
			#1 $display("selection input=%b, less than =%b,equal =%b, greater than =%b \n",C,LT,EQ,GT);
 X=16'd256 ; Y=16'd15; C_IN=1;
C=3'd2 ; #1 $display(" %b ADD %b with carry in %b = %b ,carry out %b ,overflow=%b",X,Y,C_IN,Z,C_OUT,OVERFLOW);
			#1 $display("selection input=%b, less than =%b,equal =%b, greater than =%b\n",C,LT,EQ,GT);
 X=16'd256 ; Y=16'd15;			
C=3'd3 ; #1 $display(" %b Subraction %b = %b with carry out=%b and over flow=%b",X,Y,Z,C_OUT,OVERFLOW);
			#1 $display("selection input=%b, less than =%b,equal =%b, greater than =%b,zero=%b\n",C,LT,EQ,GT,ZERO);
 X=16'd1 ; Y=16'd15;			
C=3'd4 ; #1 $display(" %b less than %b = %b ",X,Y,Z);
			#1 $display("selection input=%b, less than =%b,equal =%b, greater than =%b zero =%b\n",C,LT,EQ,GT,ZERO);
X=16'd256 ; Y=16'd15; C_IN=0;
C=3'd2 ; #1 $display(" %b ADD %b with carry in %b = %b ,carry out %b ,overflow=%b",X,Y,C_IN,Z,C_OUT,OVERFLOW);
			#1 $display("selection input=%b, less than =%b,equal =%b, greater than =%b\n",C,LT,EQ,GT);
end
endmodule
module ALU(x,y,		 
z,					 
c_in,				 
c_out,				 
lt,eq,gt,			 
overflow,			 
c,					 
zero
);
output [15:0] z;
output c_out,lt,eq,gt,overflow,zero;
input [15:0] x,y;
input [2:0]c;
input c_in;
reg C_OUT,LT,EQ,GT,OVERFLOW,ZERO;
reg [15:0] Z;
reg y1;
always@(x,y)
begin
		EQ=x==y;
		LT=x<y;
		GT=x>y;
		ZERO=0;
		case(c)
		3'd0:		 
		begin
		Z<=x&y;
		end
		3'd1:		 
		Z<=x|y;
		3'd2:		 
		{OVERFLOW,C_OUT,Z}<=x+y+c_in;
		3'd3:		 
		begin
		 y1 = ~y + 1;
		{OVERFLOW,C_OUT,Z} <= x + y1;     
	            if (LT == 1) ZERO = 1;
		end
		3'd4:		 
		Z <= LT;
      endcase
	  end
	  assign c_out = C_OUT;
	  assign lt=LT;
	  assign eq= EQ;
	  assign gt= GT;
	  assign overflow= OVERFLOW;
	  assign zero= ZERO;
	  assign z=Z;
	endmodule
### design/flow/run.sh
#!/bin/bash
# OpenROAD 26Q1-2900-gdf79404cd8, Yosys 0.63+post, stock flow scripts
make -C /OpenROAD-flow-scripts/flow DESIGN_CONFIG=/design/flow/config.mk WORK_HOME=/design/flow/orfs finish
==> results.toml <==
# yosys + openroad results
[timing]
drv_slew = 0
fin_setup_tns_ns = 0
slew_headroom_pct = 49.3
period_needed_ns = 4.50
worst_pin_slew_ns = 0.757
fmax_mhz = 222
untimed_endpoints = 34
fin_crit_sh_pct = 95.8
hold_violations = 0
setup_viol = 0
unclocked_regs = 17
rsz0062_at_grt = "no"

[die]
rows = 30
fp_util_pct = 41.3
fp.coreArea_um2 = 6790
die_w_um = 85.7
dieHeight_um = 85.7
die-area_um2 = 7350
io_pins = 58

[logic_synthesis]
netlist_area_um2 = 2810
synthArstFlopShare_pct = 0
top_cell = "ha_1"
ys_sh_mux_pct = 2.54
yosys-top-cells-area = "ha_1 (22%), dlxtn_1 (9.1%), inv_1 (6.2%), xnor2_1 (5.0%), o21ai_0 (4.3%)"
synth_area_leader_cell = "ha_1"
ys_cells = 388
synthTopCellsByCount = "ha_1 (49), inv_1 (46), nor2_1 (31)"
synth-xor-area-share_pct = 6.24
edf_count = 0
synth-seq-cells = 17
syn_inst = 388
ff_type = "dlxtn_1"
yosys.area_share.aoi_pct = 26.9
synth.comb.largest_family = "AND-OR/OR-AND gates"
synth.cellmix.adderShare_pct = 23.6
ys_warn_count = 1
postSynthAreaPerCell_um2 = 7.23
yosys_area_um2 = 2810
synthDistinctLibCells = 69
ys_sh_simple_pct = 20.4
synth.top_cell.area_share_pct = 21.9

[grt]
grt_overflow = 0
grt_pass1_vias = 2812
grt_start_max_net_pins = 34
track_usage_pct = 23.4
grt_pass1_wl_um = 13700
antenna_found_initial = 0

[hold_path]
hp-class = "primary input to primary output"

[flow_run]
max_cap_viol_count = 0
warnings = 64

[worst_setup_path]
crit_path_end = "gt"
cp.required_ns = 3.76
cp_data_arrival_time_ns = 3.56
critPathLaunch = "x[13]"
critPathMaxFanout = 8
cp-end-kind = "primary output"
worstSetupPathType = "primary input to primary output"
cp-start-kind = "primary input"

[finish]
drive_gt1_share_pct = 7.83
logic_area_um2 = 2240
layout.cells.non_filler = 543
register_area_um2 = 255
fillers = 680
syn_to_final_growth_pct = 25.9

[power]
ir_worst_vdd_mv = 0.0347
power.total_w = 0.000337
p_leak_nw = 1.63
powerDensity_nw_per_um2 = 95.5

[clocking]
post-cts-setup-buffer-count = 0
cts_resized = 0
holdBufCountCts = 0

[drt]
drt-total-wl_um = 8250
ant_nets = 0
viasPerCell = 5.58
antenna_cells = 0
drt-pass1-iter-count = 6
drt_iter0_markers = 175
dr_total_vias = 3029
drc = 0
wire_per_inst_um = 15.2

[place]
hpwlAfterDp_um = 6550
io_buffers = 57
dpl.cell_count = 543
place_congestion = 0.990

[outcome]
status = "finished clean"
==> power breakdown <==
group / switching (W) / internal (W)
clock: 0 / 0
sequential: 0.00000169 / 0.0000173
combinational: 0.000169 / 0.000149
total: 0.000171 / 0.000167
==> routing by layer <==
metal  part of all wire (%)  up-vias  GRT usage (%)
li1                       -     1500              -
met1                     46     1408           36.1
met2                     46      112           37.5
met3                    7.4        9          0.781
met4                    1.2        0           3.94
met5                      0        -              0
==> kinds of logic (layout without fill, tap and decap cells) <==
group,count (synthesis),count (layout)
mux,7,7
xor+xnor,20,20
simple gates,112,112
other cells,1,1
buf+inv,68,127
compound gates,111,111
latches,17,17
fa+ha+maj,52,52
==> worst max-delay path: stages <==
cell	delay (ns)
clkdlybuf4s50_1	0.53
inv_1	0.10
ha_1	0.39
or3_1	0.45
nor3_2	0.21
inv_1	0.08
o211ai_2	0.25
inv_2	0.06
nor2_1	0.10
clkdlybuf4s50_1	0.46
==> area by class of cell <==
type | count | share of cell area, %
inverter | 48 | 5.10
timing repair buffer | 79 | 20.8
tap | 96 | 3.40
sequential | 17 | 7.23
multi-input combinational | 303 | 63.4
==> registers in the layout, summed over array words and instances, names as in the netlist <==
register	cells
Z	16
C_OUT	1
==> through the flow <==
stage / hold WS, ns / cell area (um2) / util, % / setup WS (ns)
global route: 3.16 / 3530 / 52.0 / 0.0320
global placement: 3.12 / 3530 / 52.0 / 0.247
detailed placement: 3.10 / 3530 / 52.0 / 0.207
floorplan: 2.04 / 2810 / - / 1.37
CTS: 3.11 / 3530 / 52.0 / 0.189
finish: 3.11 / 3530 / 52.0 / 0.198
==> cells in the final DEF, fill, tap and decap left out, drive strengths merged, types with 3 or more instances in the layout <==
master	instances
xnor2	16
o22ai	8
and4	3
o21bai	4
nor3	7
a211oi	5
clkdlybuf4s50	57
nand3	14
buf	22
inv	48
a222oi	3
nand2	30
a221oi	6
a21o	8
nand4	4
o21ai	25
xor2	4
mux2i	6
a22oi	3
a31oi	7
nor4	5
and3	4
ha	49
dlxtn	17
nor2	33
a21oi	22
==> how the worst min path moves through the flow <==
stage,cells past startpoint,end,from,slack (ns)
global route,5,zero,c[1],3.16
finish,5,zero,c[1],3.11
CTS,5,zero,c[1],3.11
No activity file was given, so power comes from the tool's default toggle rates.
