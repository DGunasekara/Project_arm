==> design/flow/constraint.sdc <==
current_design Data_Memory

set clk_period 3.4
set clk_io_pct 0.2

create_clock -name clk0 -period $clk_period [get_ports {Clock}]

set non_clock_inputs [all_inputs -no_clocks]
set_input_delay [expr $clk_period * $clk_io_pct] -clock clk0 $non_clock_inputs
set_output_delay [expr $clk_period * $clk_io_pct] -clock clk0 [all_outputs]
==> design/flow/design.v <==
module dataMemory;
wire [15:0]MEMDATA;
reg [15:0] ADDR,WRITEDATA;
reg CLOCK,CLEAR,MEMREAD,MEMWRITE;
Data_Memory damem(CLOCK,CLEAR,ADDR,WRITEDATA,MEMWRITE,MEMREAD,MEMDATA);
initial
begin
	CLOCK=0;CLEAR=0;MEMREAD=1'b1;MEMWRITE=1'b1; WRITEDATA=16'd256;ADDR=16'd10;
	#1$display("MEMDATA=%b, for CLOCK=%b,CLEAR=%b,MEMREAD=%b,MEMWRITE=%b, WRITEDATA=%b\n",MEMDATA,CLOCK,CLEAR,MEMREAD,MEMWRITE,WRITEDATA);
	CLOCK=0;CLEAR=1;MEMREAD=1'b1;MEMWRITE=1'b1; WRITEDATA=16'd256;
	#1$display("MEMDATA=%b, for CLOCK=%b,CLEAR=%b,MEMREAD=%b,MEMWRITE=%b, WRITEDATA=%b\n",MEMDATA,CLOCK,CLEAR,MEMREAD,MEMWRITE,WRITEDATA);
	CLOCK=1;CLEAR=0;MEMREAD=1'b1;MEMWRITE=1'b1; WRITEDATA=16'd256;
	#1$display("MEMDATA=%b, for CLOCK=%b,CLEAR=%b,MEMREAD=%b,MEMWRITE=%b, WRITEDATA=%b\n",MEMDATA,CLOCK,CLEAR,MEMREAD,MEMWRITE,WRITEDATA);
	CLOCK=1;CLEAR=1;MEMREAD=1'b1;MEMWRITE=1'b1; WRITEDATA=16'd256;
	#1$display("MEMDATA=%b, for CLOCK=%b,CLEAR=%b,MEMREAD=%b,MEMWRITE=%b, WRITEDATA=%b\n",MEMDATA,CLOCK,CLEAR,MEMREAD,MEMWRITE,WRITEDATA);
end
endmodule	
module Data_Memory(Clock,Clear,Addr,WriteData,MemWrite,MemRead,MemData);
output[15:0]MemData;
input[15:0]Addr,WriteData;
input MemRead,MemWrite,Clock,Clear;
reg [15:0]memData;
reg [15:0]mem [0:8];
integer x;
always@(posedge Clock)
begin
if(Clear==0)
begin
	if(MemWrite==1'b1)
			begin
			mem[Addr]<=WriteData;
			end
	if(MemRead==1'b1)
			begin
			memData<=mem[Addr];
			end
		else
			begin 
			memData<=0;
			end
end
end
assign MemData=memData;
initial 
begin		 
for(x=0; x<8;x=x+1)
begin
mem[x]=x;
end
end
endmodule
==> design/flow/run.sh <==
#!/bin/bash
# OpenROAD 26Q1-2900-gdf79404cd8, Yosys 0.63+post, stock flow scripts
make -C /OpenROAD-flow-scripts/flow DESIGN_CONFIG=/design/flow/config.mk WORK_HOME=/design/flow/orfs finish
==> design/flow/config.mk <==
export PLATFORM = sky130hd
export DESIGN_NAME = Data_Memory
export DESIGN_NICKNAME = Data_Memory
export VERILOG_FILES = /design/flow/design.v
export SDC_FILE = /design/flow/constraint.sdc
export NUM_CORES = 4
export LEC_CHECK = 1
export CORE_UTILIZATION = 30
==> results_slide.txt <==
Implementation Results

Run status
  • Status: finished clean

Setup path
  • CP Max Fanout: 16
  • Critical path type: input port to flop
  • FF-to-FF path depth: 4
  • Buf/Inv on CP: 2
  • CP Data Arrival Time: 2.45 ns
  • Critical Path RT: around 3.5 ns
  • Crit-path cells: clkdlybuf4s50_1, or3_1, nor2_1, buf_4
  • Reg2reg start: mem[3][0]
  • Crit start category: input port
  • Worst r2r dst: memData[0]
  • Kind of cell adding the most delay to the critical path: buffers and inverters
  • Slowest cell delay on critical path: 0.74 ns
  • FF-to-FF setup slack: roughly 2.2 ns
  • CP endpoint kind: flop
  • Slowest CP cell: clkdlybuf4s50_1

Floorplan
  • # rows: around 52
  • Die H: 146.7 um
  • Chip area: between 20000 and 25000 um2
  • # IOs: ~52
  • Init Core Util: slightly above 30%
  • Die width: ~150 um
  • Core area: just over 20000 um2

Layout
  • Commonest Layout Cell: edfxtp_1
  • Share of cells above drive strength 1: between 15 and 20%
  • Layout overhead on the synthesized area: 21.61%
  • Post-Route Utilization: roughly 38%
  • Fillers: approximately 1800
  • Non-filler cells, final: roughly 690
  • Top cells excl fill/tap: edfxtp_1 (160), mux2i_1 (64), clkdlybuf4s50_1 (38), nor2_1 (23), a22oi_1 (19)

Placement
  • PortBufs: 39
  • Placed Cells: roughly 650
  • Worst slack at placement: 0.6215 ns
  • DP Wirelength: between 6 and 7 mm
  • Gpl congestion: between 0.7 and 0.8

Final timing
  • Final Hold Fails: 0
  • Final period util: between 60 and 70%
  • Rel. slew slack: roughly 45%
  • RSZ-0062 raised after global routing: no
  • Final Skew: 0.005987 ns
  • Worst slew pin tran: roughly 0.82 ns
  • Final setup fails: 0
  • FMAX: between 400 and 500 MHz
  • Slew Limit Fails: 0
  • Fin Setup TNS: 0 ns
  • Minimum clock period: 2.362 ns
  • Worst hold slack: between 0.5 and 0.6 ns
  • Fin worst setup slack: between 1 and 1.5 ns

Route
  • Diodes inserted: 0
  • Vias: around 3200
  • Post-DR vias/cell: around 4.7
  • Residual DRC: 0
  • ANT nets after route: 0
  • First-pass DRT Iterations: 4
  • Detailed Route WL: 12.39 mm
  • 1st-iter DRT viols: 142
  • WL per Instance: 18.09 um

Global route
  • Largest net degree at the start of global routing: approximately 46
  • Initial antenna violation count: 0
  • First-pass GRT wire length: 18.78 mm
  • GR Overflow Total: 0
  • Met2 usage: a little under a fifth
  • Routing usage on met3: 7.987%
  • Vias in the first global route: about 3400
  • Met1 Track Usage GR: 15.73%
  • Most crowded layer after global routing: met2
  • Tot GR Track Use: 12.54%

Min path
  • Cell count of the worst hold path: 2
  • Hold Startpoint: mem[8][4]
  • Hold EP: memData[4]
  • Worst min path class: flop to flop

Synthesis
  • Distinct cells, synth: 25
  • Synth Seq Share: about three quarters
  • Chip area line of the yosys report: 6282 um2
  • # Cells Yosys: between 300 and 400
  • Yosys warns: 1
  • Post-synthesis cell area: 6282 um2
  • Cells after synthesis: approximately 350
  • Flops out of synthesis: 160
  • Mapped Avg Cell Area: 18.16 um2

Clock tree
  • CTS resizes: 0
  • CTS tree: done
  • Clk sinks: ~160
  • Hold_buf cts: 0
  • Cts bufs inserted: 17
  • Clk Latency, worst-skew pair: between 0.4 and 0.5 ns
  • Clock Pin Slew Worst Setup and Hold Paths: roughly 0.070 ns
  • CTS max path bufs: 2
  • Postcts setup bufs: 0
  • Root buffer cell: clkbuf_16
  • H-tree Lvls: 4

Flow run
  • Tool warning count: 37
  • Max-Cap Viols: 0

Pwr
  • Peak supply drop: approximately 0.00029 V
  • Pwr per Cell Area: around 590 nW/um2
  • Lkg Pwr: 2.585 nW
tightest hold or removal path: stages, from the launching register on:
cell      delay, ns
edfxtp_1       0.31
o21ai_0        0.07
nor2_1         0.10
sequential cells by signal, summed over array words and instances, names as in the netlist:
| register | count |
|---|---|
| memData | 16 |
| mem | 144 |
synthesized netlist by cell type:
master,instances,area [um2]
buf_6,7,78.83
buf_8,2,30.03
buf_2,3,15.01
nor2_4,1,11.26
nor2_1,23,86.33
a22oi_2,13,162.7
nand2b_1,2,12.51
a22oi_1,19,142.6
a21oi_1,16,80.08
nand4_1,1,6.260
or3_1,1,6.260
clkbuf_1,2,7.510
nor2b_1,1,6.260
o21ai_0,16,80.08
clkbuf_4,1,7.510
buf_12,1,20.02
nor3_1,2,10.01
nor2b_4,1,13.76
buf_4,4,30.03
inv_1,2,7.510
nand2_1,2,7.510
edfxtp_1,160,4805
mux2i_1,64,640.6
nor4b_1,1,8.760
and2_1,1,6.260
routing by layer:
metal / up-vias / routed length (um)
met5: - / 0
met1: 1542 / 4866
met2: 172 / 5690
met4: 0 / 265
li1: 1479 / -
met3: 21 / 1569
where the power goes:
group          switching (mW)  internal [mW]
combinational           0.127         0.0995
sequential            0.00741           2.21
clock                   0.762           1.32
total                   0.896           3.62
final cells by class:
class	count	area [um2]	share of cell area, %
clock buffers	17	425.4	5.568
clock inverters	15	231.5	3.030
inverters	2	7.507	0.09826
multi-input cells	164	1297	16.98
flip-flops and latches	160	4805	62.89
well taps	270	337.8	4.422
repair buffers	57	535.5	7.010
metrics by stage:
stage / total power [mW] / instance area (um2)
after global placement: 2.480 / 6983
after CTS: 4.554 / 7640
after global routing: 4.649 / 7640
final: 4.517 / 7640
after detailed placement: 2.485 / 6983
after floorplan: 2.383 / 6282
kinds of logic (layout without fill, tap and decap cells):
| family | Yosys count | count (layout) | synth area share, % |
|---|---|---|---|
| DFF | 160 | 160 | 76.48 |
| AOI/OAI and AO/OA | 64 | 64 | 7.409 |
| muxes | 64 | 64 | 10.20 |
| and+or+nand+nor | 36 | 36 | 2.788 |
| buffers and inverters | 22 | 91 | 3.127 |
worst max-delay path by stage:
stage,slack (ns),cells past startpoint,end,from
6_report,1.04,4,mem[1][10],Addr[3]
5_1_grt,0.92,4,mem[0][11],Addr[3]
4_1_cts,1.06,4,mem[1][10],Addr[3]
Power is estimated from default activity; no workload was simulated.
